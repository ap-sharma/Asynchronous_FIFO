### flow/design.v
module async_fifo #(parameter ADDR_SIZE=3,parameter DATA_SIZE=8)(
input winc,wrstn,rinc,rrstn,rclk,wclk,
input [DATA_SIZE-1:0] wdata,
output [DATA_SIZE-1:0] rdata,
output wfull,rempty
 );
wire wr_en;
wire [ADDR_SIZE:0] rptr,wptr,wq2_rptr,rq2_wptr;
wire [ADDR_SIZE-1:0] waddr,raddr;
assign wr_en = winc && !wfull;
fifo_mem #(ADDR_SIZE,DATA_SIZE) fifo_mem (.wdata(wdata),.rdata(rdata),.wr_en(wr_en),.waddr(waddr),.raddr(raddr),.wclk(wclk));
sync_r2w #(ADDR_SIZE) sync_r2w (.wclk(wclk),.wrstn(wrstn),.rptr(rptr),.wq2_rptr(wq2_rptr));
sync_w2r #(ADDR_SIZE) sync_w2r (.rclk(rclk),.rrstn(rrstn),.wptr(wptr),.rq2_wptr(rq2_wptr));
wptr_full #(ADDR_SIZE) wptr_full (.wclk(wclk),.wrstn(wrstn),.winc(winc),.wq2_rptr(wq2_rptr),.wfull(wfull),.waddr(waddr),.wptr(wptr));
rptr_empty #(ADDR_SIZE) rptr_empty (.rclk(rclk),.rrstn(rrstn),.rinc(rinc),.rq2_wptr(rq2_wptr),.rempty(rempty),.raddr(raddr),.rptr(rptr));
 endmodule
module fifo_mem #(parameter ADDR_SIZE=3,parameter DATA_SIZE=8)(
input [DATA_SIZE-1:0] wdata,
input [ADDR_SIZE-1:0] waddr,
input [ADDR_SIZE-1:0] raddr,
input wclk,wr_en,
output [DATA_SIZE-1:0] rdata
);
localparam DEPTH = 1 << ADDR_SIZE;
reg [DATA_SIZE-1:0] fifo_mem [0:DEPTH-1];
assign rdata=fifo_mem[raddr];
always@(posedge wclk) begin
if(wr_en) fifo_mem[waddr] <= wdata;
end
endmodule
module rptr_empty#(parameter ADDR_SIZE=3)(
input rclk,rrstn,rinc,
input [ADDR_SIZE:0] rq2_wptr,
output reg rempty,
output [ADDR_SIZE-1:0] raddr,
output reg [ADDR_SIZE:0] rptr
);
wire rempty_val;
wire [ADDR_SIZE:0] rgrey_next,rbin_next;
reg [ADDR_SIZE:0] rbin;
assign rempty_val = (rgrey_next== rq2_wptr);
always @(posedge rclk or negedge rrstn)begin
if(!rrstn) rempty <= 1'b1;
else rempty <= rempty_val;
end
assign rbin_next = rbin + (rinc & ! rempty);
assign rgrey_next = rbin_next>>1 ^ rbin_next;
always @(posedge rclk or negedge rrstn) begin
if(!rrstn) {rbin,rptr}<=0;
else {rbin,rptr} <= {rbin_next,rgrey_next};
end
assign raddr = rbin[ADDR_SIZE-1:0];
endmodule
module sync_r2w #(parameter ADDR_SIZE=3)(
input wclk,wrstn,
input [ADDR_SIZE:0] rptr,
output reg [ADDR_SIZE:0] wq2_rptr
);
reg [ADDR_SIZE:0] wq1_rptr;
always@(posedge wclk or negedge wrstn) begin
if(!wrstn) {wq2_rptr,wq1_rptr} <= 0;
else {wq2_rptr,wq1_rptr} <= {wq1_rptr,rptr};
end
endmodule
module sync_w2r #(parameter ADDR_SIZE=3)(
input rclk,rrstn,
input [ADDR_SIZE:0] wptr,
output reg [ADDR_SIZE:0] rq2_wptr
);
reg [ADDR_SIZE:0] rq1_wptr;
always@(posedge rclk or negedge rrstn) begin
if(!rrstn) {rq2_wptr,rq1_wptr} <= 0;
else {rq2_wptr,rq1_wptr} <= {rq1_wptr,wptr};
end
endmodule
module wptr_full #(parameter ADDR_SIZE = 3) (    
input wclk,wrstn,winc,
input [ADDR_SIZE:0] wq2_rptr,
output reg wfull,
output [ADDR_SIZE-1:0] waddr,
output reg [ADDR_SIZE:0] wptr
);
wire wfull_val;
wire [ADDR_SIZE:0] wgrey_next,wbin_next;
reg [ADDR_SIZE:0] wbin;
assign wfull_val = (wgrey_next[ADDR_SIZE:0]== {!wq2_rptr[ADDR_SIZE],!wq2_rptr[ADDR_SIZE-1],wq2_rptr[ADDR_SIZE-2:0]});
always @(posedge wclk or negedge wrstn)begin
if(!wrstn) wfull <= 1'b0;
else wfull <= wfull_val;
end
assign wbin_next = wbin + (winc & ! wfull);
assign wgrey_next = wbin_next>>1 ^ wbin_next;
always @(posedge wclk or negedge wrstn) begin
if(!wrstn) {wbin,wptr}<=0;
else {wbin,wptr} <= {wbin_next,wgrey_next};
end
assign waddr = wbin[ADDR_SIZE-1:0];
endmodule
### flow/run.sh
#!/bin/bash
# OpenROAD 26Q1-2900-gdf79404cd8, Yosys 0.63+post, stock flow scripts
make -C /OpenROAD-flow-scripts/flow DESIGN_CONFIG=/design/flow/config.mk WORK_HOME=/design/flow/orfs finish
### flow/config.mk
export PLATFORM = sky130hd
export DESIGN_NAME = async_fifo
export DESIGN_NICKNAME = async_fifo
export VERILOG_FILES = /design/flow/design.v
export SDC_FILE = /design/flow/constraint.sdc
export NUM_CORES = 4
export LEC_CHECK = 1
export CORE_UTILIZATION = 40
### flow/constraint.sdc
current_design async_fifo

set clk_period 3.3
set clk_io_pct 0.2

create_clock -name clk0 -period $clk_period [get_ports {rclk}]
create_clock -name clk1 -period $clk_period [get_ports {wclk}]

set non_clock_inputs [all_inputs -no_clocks]
set_input_delay [expr $clk_period * $clk_io_pct] -clock clk0 $non_clock_inputs
set_output_delay [expr $clk_period * $clk_io_pct] -clock clk0 [all_outputs]
==> deck_impl_summary.md <==
Implementation Results

Outcome
  – Outcome: completed

Critical path
  – Worst EP arrival: 2.16 ns
  – Origin of the worst setup path: rptr_empty.rbin[0]
  – Slowest CP cell: mux4_1
  – CP Class: reg -> out
  – Worst R2R Start: wptr_full.wfull
  – Cell family with most CP delay: multiplexers
  – CP endpoint kind: output pin
  – Reg2Reg Setup Slack: 1.32 ns
  – Critical-path cell list: buf_4 > mux4_1 > mux2_2 > clkdlybuf4s50_1
  – CP bufs+invs: 2
  – Reg-to-Reg End: wptr_full.wfull
  – Max Fanout on Critical Path: 18
  – CP startpoint kind: flop
  – CP max stage delay: 0.59 ns
  – Reg2Reg Depth: 7
  – CP Data Required Time: 2.64 ns

STA
  – Final TNS setup: 0 ns
  – Worst Max-Slew Pin Slew: 0.6981 ns
  – Fin. max-slew vios: 0
  – Clk_skew: 0.008694 ns
  – # setup viols final: 0
  – Hold_ws: 0.2865 ns
  – Fin. Hold Viols: 0
  – RSZ-0062 raised after global routing: no
  – Worst setup margin: 0.4842 ns
  – Slew margin rel.: 53.32%

GRT
  – First-pass GRT wire length: 9.204 mm
  – Gr usage total: 13.79%
  – Vias in the first global route: 1724
  – Remaining Overflow, GRT: 0
  – Largest net degree at the start of global routing: 19
  – Antenna violations before repair: 0

Job
  – Tool warning count: 27
  – Max-cap viol count: 0

Logic synthesis
  – Cells in synth_stat.txt: 190
  – Most frequent cell after synthesis: edfxtp_1
  – Top cells by area: edfxtp_1, dfrtp_1, mux4_1
  – Mapped Avg Cell Area: 19.78 sq um
  – YS warnings: 5
  – List of most frequent post-synthesis cells: edfxtp_1, dfrtp_1, mux4_1, xnor2_1, mux2_2
  – Max-area cell share: 51.15%
  – Cells after synthesis: 190
  – Synth Flop Type: edfxtp_1
  – Post-Syn Area: 0.003757 sq mm
  – FFs w/ async S/R, synth: 33.33%
  – Biggest area consumer among synthesized cells: edfxtp_1
  – Synth Seq Share: 72.49%
  – #FFs+latches synth: 96
  – Post-synth EDFFs: 64
  – YS chip area: 0.003757 sq mm
  – Distinct lib cells used: 32

Place
  – PortBufs: 22
  – Placed Instances: 328
  – HPWL Detailed: 3.740 mm
  – Global placement routability congestion: 0.7414
  – Place WS: 0.5903 ns

Clock tree
  – CTS resizes: 0
  – CTS tree: yes
  – Cts hold-fix bufs: 0
  – Clock transition at the registers of the reported paths: 0.08 ns
  – Post-CTS repair timing setup buffer count: 0
  – Clk sinks: 96

Finish
  – Layout cells sized above 1: 17.30%
  – Area Overhead vs Synth: 16.72%
  – Non-filler cells, final: 348

Drt
  – Drt initial violations: 86
  – Vias per cell: 5.037
  – Pre-antenna DRT Iters: 4
  – Routed Antenna Nets: 0
  – Vias: 1753
  – Drt wl/cell: 16.72 um
  – # diodes: 0
  – Residual DRC: 0
  – Post-Route WL: 5.817 mm

Floorplanning
  – Die width: 98.92 um
  – Io pins: 24
  – Die area: 0.009785 sq mm
  – Die Ht: 98.92 um
  – Fp util: 41.05%
  – Total core area: 0.009153 sq mm
  – # rows: 35

Power and ir drop
  – Power per standard cell area: 881.9 mW/mm^2
  – Peak VDD IR: 285.2 uV
  – P_leak: 0.001609 uW

Hold path
  – Hold Path End: sync_r2w.wq1_rptr[2]
  – HP Start: rptr_empty.rptr[2]
  – Hold Path Stages: 0
  – Hold WC Path Type: reg -> reg
==> state kept, by name (all words and copies together) (netlist names) <==
signal / count
wptr_full.wbin: 3
sync_r2w.wq1_rptr: 4
rptr_empty.rptr: 4
rptr_empty.rempty: 1
sync_w2r.rq1_wptr: 4
sync_w2r.rq2_wptr: 4
fifo_mem.fifo_mem: 64
rptr_empty.rbin: 3
wptr_full.wfull: 1
sync_r2w.wq2_rptr: 4
wptr_full.wptr: 4
==> routing by layer <==
metal	GRT usage (%)	up-vias	wire (um)
li1	-	820	-
met5	0	-	0
met4	2.526	0	95
met3	4.906	9	326
met2	20.23	48	2829
met1	22.30	876	2565
==> stage by stage <==
step	cell area, sq um	util, %	total power (uW)
after detailed placement	4151	45.36	3118
final	4385	47.92	3868
after global routing	4385	47.92	4116
after global placement	4151	45.36	3111
after CTS	4385	47.92	3935
after floorplan	3757	-	2681
==> worst max path at each step <==
stage | to | slack [ns] | depth (start not counted)
final | rdata[4] | 0.48 | 4
after CTS | rdata[3] | 0.45 | 4
after global routing | rdata[4] | 0.39 | 4
==> logic make-up after synthesis <==
logic type               share of synthesized area (%)
XOR/XNOR                                         5.428
AND/OR/NAND/NOR                                  4.529
adder cells (fa/ha/maj)                          1.332
flip-flops                                       72.49
AND-OR/OR-AND                                   0.5661
buffers and inverters                            1.365
multiplexers                                     14.29
==> power by group <==
group / switching, uW / internal, uW
clock: 413 / 385
combinational: 523 / 763
sequential: 179 / 1610
total: 1110 / 2750
==> area by class of cell <==
cell class | instances | area (sq um)
fillers | 741 | 4767
clock buffers | 13 | 178.9
well taps | 111 | 138.9
flip-flops and latches | 96 | 2724
repair buffers | 33 | 302.8
clock inverters | 7 | 55.05
multi-input cells | 87 | 982.2
inverters | 1 | 3.754
==> cell usage in the layout (no fill, tap or decap), drive strengths merged, types with 4 or more instances in the layout <==
master | Yosys | final
mux4 | 16 | 16
clkbuf | 1 | 13
nand3 | 4 | 4
xor2 | 6 | 6
xnor2 | 12 | 12
nand2 | 6 | 6
mux2 | 8 | 8
buf | 5 | 11
clkdlybuf4s50 | 0 | 22
ha | 4 | 4
nor2 | 6 | 6
nor3 | 4 | 4
nand2b | 5 | 5
dfrtp | 31 | 31
edfxtp | 64 | 64
Power is estimated from default activity; no workload was simulated.
